--- flow/design.v ---
module FSM(
	input clk,
	input start,
	input reset,
	input check,
	input correct, 
	input timeover, 
	input check_done, 
	output reg RNG_enable, 
	output reg STORE_enable, 
	output reg CHECK_enable, 
	output reg COUNTER_enable, 
	output reg TIMER_enable, 
	input [3:0] A_stored,
	input [3:0] B_stored,
	input [4:0] op_num_stored,
	input [1:0] op_select_stored,
	output reg [3:0] A_stored_to_VGA,
	output reg [3:0] B_stored_to_VGA,
	output reg [4:0] op_num_stored_to_VGA,
	output reg [1:0] op_select_stored_to_VGA,
	output reg DISPLAY_enable
	);
	reg [5:0] current_state, next_state;
	localparam   WAIT_BEGIN         = 5'd0,
                BEGIN_WAIT_STATE   = 5'd1,
                BEGIN              = 5'd2, 
                RNG   				  = 5'd3,
                STORE_BEGIN        = 5'd4,
                DISPLAY_INFO   	  = 5'd5,
                CHECK_WAIT_STATE   = 5'd6,
                CHECK   			  = 5'd7,
                REDISPLAY_INFO     = 5'd8,
                SCORE_COUNTER      = 5'd9,
                END_SCREEN         = 5'd10,
					 RESET_WAIT_STATE   = 5'd11;
	always@(*)
	begin: state_table
		case(current_state)
			WAIT_BEGIN: begin	
							if(start==1)
								next_state=BEGIN_WAIT_STATE;
							else if(timeover==1)
									 next_state=END_SCREEN;	 									 
							else
								next_state=WAIT_BEGIN;
							end
			BEGIN_WAIT_STATE: begin
									if(start==0)
										next_state=BEGIN;
									else if(timeover==1)
										next_state=END_SCREEN;
									else
										next_state=BEGIN_WAIT_STATE;
									end
			BEGIN: begin
					if(timeover==1) 
						next_state=END_SCREEN;
					 else
						next_state=RNG;
					end
			RNG: begin
					if(timeover==1) 
					  next_state=END_SCREEN;
				  else
					  next_state=STORE_BEGIN;
					end
			STORE_BEGIN: begin
							if(timeover==1) 
								 next_state=END_SCREEN;
							 else
								 next_state=DISPLAY_INFO;
							end
			DISPLAY_INFO: begin
							  if(reset==1)
								  next_state=RESET_WAIT_STATE;
							  else if(check==1)
								  next_state=CHECK_WAIT_STATE;
							  else if(timeover==1)
								  next_state=END_SCREEN;
							  else
								  next_state=DISPLAY_INFO;
							end
			RESET_WAIT_STATE: begin
									if(reset==0)
									   next_state=WAIT_BEGIN;
									else if(timeover==1)
										next_state=END_SCREEN;
									else
										next_state=RESET_WAIT_STATE;
									end
			CHECK_WAIT_STATE: begin
									if(check==0)
									   next_state=CHECK;
									else if(timeover==1)
										next_state=END_SCREEN;
									else
										next_state=CHECK_WAIT_STATE;
									end
			CHECK: begin
					 if(correct==1 && check_done==1)
						 next_state=SCORE_COUNTER;
					 else if(correct==0 && check_done==1)
						 next_state=REDISPLAY_INFO;
					 else if(timeover==1)
						next_state=END_SCREEN;
					 else
						next_state=CHECK;
					end
			SCORE_COUNTER: begin
								if(timeover==1)
									 next_state=END_SCREEN;
								else
									next_state=RNG;
								end
			REDISPLAY_INFO: begin
								 if(check==1)
								   next_state=CHECK_WAIT_STATE;
								 else if(timeover==1)
									 next_state=END_SCREEN;
								 else
									 next_state=REDISPLAY_INFO;
									end
			END_SCREEN: begin
							if(reset==1)
								next_state=RESET_WAIT_STATE;
							else if(start==1)
							   next_state=BEGIN_WAIT_STATE;
							else if(timeover==1)
								next_state=END_SCREEN;
							else
								next_state=END_SCREEN;
							end
			default: next_state=WAIT_BEGIN;
		endcase
	end
	always@(*)
	begin: enable_signals
		RNG_enable=0;
		STORE_enable=0;
		CHECK_enable=0;
		COUNTER_enable=0;
		TIMER_enable=1;
		DISPLAY_enable=0;
		A_stored_to_VGA=0;
		B_stored_to_VGA=0;
		op_num_stored_to_VGA=0;
		op_select_stored_to_VGA=0;
		case(current_state)
				WAIT_BEGIN: begin
					TIMER_enable<=0;
					end
				BEGIN_WAIT_STATE: begin
					TIMER_enable<=0;
					end
				RNG: begin
					RNG_enable<=1;
					end
				STORE_BEGIN: begin
					STORE_enable<=1;
					end
				DISPLAY_INFO: begin
					DISPLAY_enable <= 1;
					A_stored_to_VGA <= A_stored;
					B_stored_to_VGA <= B_stored;
					op_num_stored_to_VGA <= op_num_stored;
					op_select_stored_to_VGA <= op_select_stored;
					end
				REDISPLAY_INFO: begin
					DISPLAY_enable <= 1;
					A_stored_to_VGA <= A_stored;
					B_stored_to_VGA <= B_stored;
					op_num_stored_to_VGA <= op_num_stored;
					op_select_stored_to_VGA <= op_select_stored;
					end
				CHECK: begin
					CHECK_enable<=1;
					end
				SCORE_COUNTER: begin
					COUNTER_enable<=1;
					end
				END_SCREEN: begin
					TIMER_enable<=0;
					end
			endcase
	end
	always@(posedge clk)
	begin: state_FFs
		if(reset==1)
			current_state<=WAIT_BEGIN;
		else
			current_state<=next_state;
	end
endmodule
module datapath(
input clk,
input RNG_enable, 
input STORE_enable, 
input reset,
input CHECK_enable, 
input COUNTER_enable, 
input TIMER_enable, 
input [4:0] input_answer_A, 
input [4:0] input_answer_B, 
output reg correct, 
output reg check_done, 
output reg timeover, 
output [3:0] A_stored, 
output [3:0] B_stored, 
output [1:0] op_select_stored, 
output [4:0] op_num_stored 
);
	wire [3:0] A,B;
	wire [4:0] op_num;
	wire [4:0] A_ALU_answer,B_ALU_answer;
	wire [4:0] counter_total;
	wire [4:0]sec_counter;
	always@(posedge clk)
	begin
		correct=0;
		check_done=0;
		timeover=0;
		if(CHECK_enable==1)
			begin
				if(input_answer_A==A_ALU_answer && input_answer_B==B_ALU_answer)
					begin
						correct<=1;
						check_done<=1;
					end
				else if(input_answer_A==A_ALU_answer && input_answer_B!=B_ALU_answer)
					begin
						check_done<=1;
					end
				else if(input_answer_A!=A_ALU_answer && input_answer_B==B_ALU_answer)
					begin
						check_done<=1;
					end
				else
					begin
						correct<=0;
						check_done<=1;
					end
			end
		if(sec_counter == 5'd60)
			begin
				timeover <= 1;
			end
	end
		LFSR4bit_A A1(clk,reset,RNG_enable,A);
		LFSR4bit_B B1(clk,reset,RNG_enable,B);
		LFSR_operator_select S1(clk,reset,RNG_enable,op_select);
		LFSR_operation_number op_num_module(clk,reset,RNG_enable,op_num); 
		store_A_B A_reg(A,reset,clk,STORE_enable,A_stored);
		store_A_B B_reg(B,reset,clk,STORE_enable,B_stored);
		store_op_select op_select_reg(op_select,reset,clk,STORE_enable,op_select_stored);
		store_op_num op_num_reg(op_num,reset,clk,STORE_enable,op_num_stored);
		ALU ALU_A(A_stored,op_num_stored,op_select_stored,A_ALU_answer);
		ALU ALU_B(B_stored,op_num_stored,op_select_stored,B_ALU_answer);
		counter C1(reset,clk,COUNTER_enable,counter_total);
		rateDivider r1(clk, reset, TIMER_enable, sec_counter);
endmodule
--- flow/run.sh ---
#!/bin/bash
# OpenROAD 26Q1-2900-gdf79404cd8, Yosys 0.63+post, stock flow scripts
make -C /OpenROAD-flow-scripts/flow DESIGN_CONFIG=/design/flow/config.mk WORK_HOME=/design/flow/orfs finish
--- flow/config.mk ---
export PLATFORM = sky130hd
export DESIGN_NAME = FSM
export DESIGN_NICKNAME = FSM
export VERILOG_FILES = /design/flow/design.v
export SDC_FILE = /design/flow/constraint.sdc
export NUM_CORES = 4
export LEC_CHECK = 1
export CORE_AREA = 10 10 70 70
export DIE_AREA = 0 0 80 80
--- flow/constraint.sdc ---
current_design FSM

set clk_period 1.7
set clk_io_pct 0.2

create_clock -name clk0 -period $clk_period [get_ports {clk}]

set non_clock_inputs [all_inputs -no_clocks]
set_input_delay [expr $clk_period * $clk_io_pct] -clock clk0 $non_clock_inputs
set_output_delay [expr $clk_period * $clk_io_pct] -clock clk0 [all_outputs]
==> results.rst <==
Run summary
-----------

.. list-table::
   :header-rows: 1

   * - Metric
     - Value
   * - Run status
     - finished, violations left
   * - Violated checks
     - setup timing
   * - HPWL Detailed
     - 1583 um
   * - Hold Worst Slack
     - 0.5065 ns
   * - Yosys aoi share
     - 12.68%
   * - Relative slew slack
     - 73.17%
   * - Highest clock rate
     - 0.5634 GHz
   * - Non-filler cells in the finished layout
     - 157
   * - Pin count of the biggest net entering global routing
     - 12
   * - Insertion Delay late pin
     - 0.26 ns
   * - CTS H-Tree Depth
     - 1
   * - Leakage power of the design
     - 0.4750 nW
   * - Final min period
     - 1.775 ns
   * - Number of cells on the worst hold path
     - 1
   * - Gate count of the mapped netlist
     - 59
   * - Synth-to-Final Area Change
     - 114.1%
   * - Grt met2 use
     - 9.310%
   * - Unrepaired setup endpoints after global routing
     - true
   * - Met1 global-route usage
     - 7.968%
   * - Synth Seq Share
     - 42.93%
   * - Hold Fails Final Rpt
     - 0
   * - Routed len/inst
     - 13.10 um
   * - Standard cell core area
     - 0.003416 mm2
   * - Share of cell area taken by muxes after synthesis
     - 1.951%
   * - Type of the worst setup path
     - reg2out
   * - Chip area
     - 0.006400 mm2
   * - Cell count in the Yosys report
     - 59
   * - Power per cell area
     - 469.6 mW/mm2
   * - Placed Instances
     - 144
   * - Worst Path Arrival
     - 1.43 ns
   * - Worst Reg2Reg Path Length in Cells
     - 5
   * - Final Max Tran Viols
     - 0
   * - Number of failing setup endpoints in the final timing report
     - 5
   * - Slew at the pin closest to its max-slew limit
     - 0.4012 ns
   * - Cell row count
     - 21
   * - Post-layout worst setup margin
     - -0.07498 ns
   * - Antenna violations before repair
     - 0
   * - Iteration count of the initial detailed-routing pass
     - 4
   * - Total number of vias
     - 629
   * - Count of yosys warnings during synthesis
     - 2
   * - Synthesized cell area
     - 513.0 um2
   * - N_diodes
     - 0
   * - Max-cap viol count
     - 0
   * - Most utilized layer in the global route result
     - met2
   * - Clk buf depth
     - 2
   * - Post-route clock skew
     - 0.003645 ns
   * - Most flops, register
     - current_state
   * - CTS root buf
     - clkbuf_4
   * - Floorplan utilization
     - 15.02%
   * - Post-synthesis area per instance
     - 8.695 um2
   * - TritonCTS clock tree
     - yes
   * - VDD IR max
     - 0.1972 mV
   * - Number of storage elements in the synthesis netlist
     - 11
   * - Post-Synth XOR/XNOR Area
     - 0%
   * - Placer congestion estimate
     - 0.8186
   * - Yosys simple share
     - 36.83%
   * - Endpoint class of the critical path
     - output port
   * - Worst min-delay path class
     - reg2reg
   * - Clock-pin slew on the worst setup and hold paths
     - 0.06 ns
   * - Final global-route overflow total
     - 0
   * - Violation count after the first detailed-route iteration
     - 7
   * - Largest registers
     - current_state x11
   * - Met3 usage
     - 3.295%
   * - Kind of start point of the critical path
     - register
   * - Fraction of layout instances using a drive strength above 1
     - 19.82%
   * - Num CTS Buffers
     - 3
   * - Global-route wire length before repair
     - 3187 um
   * - CTS Sinks
     - 11
   * - Hold-fix buffers at CTS
     - 0
   * - Worst-path maximum fanout
     - 6
   * - Largest family of logic cells by area
     - simple AND/OR/NAND/NOR gates
   * - Yosys synthesis chip area
     - 513.0 um2
   * - Cycle use final
     - 104.4%
   * - Number of distinct standard cells referenced by the synthesized netlist
     - 23
   * - Setup TNS after final layout
     - -0.1902 ns
   * - I/O pin count
     - 43
   * - Quantity of I/O buffers inserted on ports
     - 42
   * - Width of the chip
     - 80 um
   * - Final wirelength
     - 2057 um
   * - Tally of OpenROAD warnings
     - 27
   * - Required time reported for the critical path endpoint
     - 1.36 ns
   * - Post-detailed-route count of antenna-violating nets
     - 0
   * - Via density per instance
     - 4.006
   * - Adder and majority gate portion of the synthesized area
     - 0%
   * - Number of global-route vias before repair
     - 661
   * - Die Height
     - 80 um
   * - Global-route total usage across every layer
     - 6.193%
   * - Flip-flop count of the largest register, all copies and words added
     - 11
   * - DRC violations left
     - 0
cell usage in the layout, fill, tap and decap left out, types with 3 or more instances in the layout:
cell type / instances
buf_4: 3
clkbuf_4: 3
buf_6: 4
or2_4: 3
nor2_1: 3
a21oi_1: 4
clkdlybuf4s50_1: 29
dfxtp_1: 8
dlygate4sd2_1: 7
clkdlybuf4s15_1: 6
nor3_1: 4
and2_1: 13
cell usage after synthesis:
master / instances / area share (%)
nor3b_2: 1 / 2.4
or4_1: 1 / 1.5
o21ai_0: 1 / 0.97
a32oi_1: 1 / 1.7
inv_2: 2 / 1.5
a311oi_1: 1 / 1.7
and3b_1: 1 / 1.7
a21oi_1: 4 / 3.9
nor3b_1: 1 / 1.5
a31oi_1: 1 / 1.2
clkbuf_1: 1 / 0.73
inv_1: 2 / 1.5
or3_1: 1 / 1.2
buf_2: 2 / 2.0
and4b_1: 1 / 2.0
a211oi_1: 1 / 1.5
nor2_1: 3 / 2.2
a31o_1: 1 / 1.7
mux2i_1: 1 / 2.0
dfxtp_1: 11 / 43
or2_1: 1 / 1.2
nor3_1: 5 / 4.9
and2_1: 15 / 18
layer usage:
| layer | vias to the layer above | wire length, um | share of wire [%] |
|---|---|---|---|
| li1 | 310 | - | - |
| met1 | 280 | 931 | 45 |
| met2 | 37 | 798 | 39 |
| met3 | 2 | 314 | 15 |
| met4 | 0 | 12 | 0.58 |
| met5 | - | 0 | 0 |
worst paths after layout:
path                    start                       to  slack (ns)
max reg2reg  current_state[8]         current_state[4]        0.44
min          current_state[9]         current_state[2]        0.51
max          current_state[8]  op_num_stored_to_VGA[4]       -0.07
min reg2reg  current_state[9]         current_state[2]        0.51
layout make-up:
cell class	instances	area, um2
Timing Repair Buffer	49	479.2
Multi-Input combinational cell	43	294.0
Sequential cell	11	226.5
Tap cell	46	57.56
Fill cell	347	2317
Inverter	4	15.01
Clock buffer	4	26.28
logic make-up after synthesis:
kind of cell           count (synthesis)
AOI/OAI and AO/OA                     10
DFF                                   11
and+or+nand+nor                       30
buffers and inverters                  7
muxes                                  1
what timing repair did:
action,4_1_cts,5_1_grt
gates resized,30,3
setup buffers,6,1
gates cloned,2,0
endpoints found under the setup margin,16,8
pin swaps,6,3
power breakdown:
| part | total [mW] | internal [mW] | switching [mW] |
|---|---|---|---|
| logic | 0.0781 | 0.0553 | 0.0228 |
| clock network | 0.171 | 0.0907 | 0.0800 |
| registers | 0.267 | 0.262 | 0.00541 |
| total | 0.516 | 0.408 | 0.108 |
metrics by stage:
stage | setup WS, ns | power, mW | utilization (%) | area, um2
after floorplan | 0.4578 | 0.2908 | - | 513.0
after global placement | -0.02904 | 0.3493 | 28.61 | 977.2
after detailed placement | -0.02804 | 0.3504 | 28.61 | 977.2
after CTS | -0.1075 | 0.5247 | 31.69 | 1082
after global routing | -0.1395 | 0.5517 | 32.16 | 1099
final | -0.07498 | 0.5159 | 32.16 | 1099
critical path, stage by stage (launching register included):
cell and delay (ns):
dfxtp_2 0.34, or2_4 0.27, and2_1 0.16, clkdlybuf4s50_1 0.40
No activity file was given, so power comes from the tool's default toggle rates.
