<file path="run.sh">
#!/bin/bash
# OpenROAD 26Q1-2900-gdf79404cd8, Yosys 0.63+post, stock flow scripts
make -C /OpenROAD-flow-scripts/flow DESIGN_CONFIG=/design/flow/config.mk WORK_HOME=/design/flow/orfs finish
</file>
<file path="config.mk">
export PLATFORM = sky130hd
export DESIGN_NAME = lab5part3
export DESIGN_NICKNAME = lab5part3
export VERILOG_FILES = /design/flow/design.v
export SDC_FILE = /design/flow/constraint.sdc
export NUM_CORES = 4
export LEC_CHECK = 1
export CORE_UTILIZATION = 50
</file>
<file path="constraint.sdc">
current_design lab5part3

set clk_period 9.0
set clk_io_pct 0.2

create_clock -name clk0 -period $clk_period [get_ports {CLOCK_50}]

set non_clock_inputs [all_inputs -no_clocks]
set_input_delay [expr $clk_period * $clk_io_pct] -clock clk0 $non_clock_inputs
set_output_delay [expr $clk_period * $clk_io_pct] -clock clk0 [all_outputs]
</file>
<file path="design.v">
module lab5part3(input CLOCK_50, input[9:0] SW, input[3:0] KEY, output[9:0] LEDR);
	morseEncoder encoder(.rate(32'b00000010111110101111000001111111), .clock(CLOCK_50), .resetn(KEY[0]), .sel(SW[2:0]), .morse_out(LEDR[0]), .start(KEY[1]));
endmodule
module morseEncoder(input clock, resetn, start, input[31:0] rate, input[2:0] sel, output morse_out);
	wire[15:0] morseCode;
	wire rotate;
	wire[15:0] regOut;
	morseLUT mLut(.s(sel), .q(morseCode));
	rateDivider32bit rateDiv(.s(rate), .enable(1'b1), .resetn(resetn), .clock(clock), .pulse(rotate));
	shift16bitRegister sreg(.data(morseCode), .aresetn(resetn), .parallelLoadn(start), .rotateLeft(rotate), .clock(clock), .reg_out(regOut));
	assign morse_out = regOut[15];
endmodule
module morseLUT(input[2:0] s, output reg[15:0] q);
	always@(*)
		case(s) 
			3'b000: q = {16'b1010000000000000}; 
			3'b001: q = {16'b1011101110111000}; 
			3'b010: q = {16'b1110101110000000}; 
			3'b011: q = {16'b1011101010000000}; 
			3'b100: q = {16'b1110111000000000}; 
			3'b101: q = {16'b1110111000000000}; 
			3'b110: q = {16'b1110111011100000}; 
			3'b111: q = {16'b1011101110100000}; 
		endcase
endmodule
module rateDivider32bit(input[31:0] s, input enable, resetn, clock, output pulse);
	reg[31:0] count;
	always @(posedge clock)
	begin
		if((resetn == 1'b0) | (count == 32'b0))
			count <= s;
		else if (enable == 1'b1)
			count <= count - 1;
	end
	assign pulse = (count == 32'b0) ? 1 : 0;
endmodule
module shift16bitRegister(input[15:0] data, input aresetn, parallelLoadn, rotateLeft, clock, output[15:0] reg_out);
	shiftFlipFlop u15(.shift(rotateLeft), .d(data[15]), .aresetn(aresetn), .loadn(parallelLoadn), .clock(clock), .right(reg_out[14]), .q(reg_out[15]));
	shiftFlipFlop u14(.shift(rotateLeft), .d(data[14]), .aresetn(aresetn), .loadn(parallelLoadn), .clock(clock), .right(reg_out[13]), .q(reg_out[14]));
	shiftFlipFlop u13(.shift(rotateLeft), .d(data[13]), .aresetn(aresetn), .loadn(parallelLoadn), .clock(clock), .right(reg_out[12]), .q(reg_out[13]));
	shiftFlipFlop u12(.shift(rotateLeft), .d(data[12]), .aresetn(aresetn), .loadn(parallelLoadn), .clock(clock), .right(reg_out[11]), .q(reg_out[12]));
	shiftFlipFlop u11(.shift(rotateLeft), .d(data[11]), .aresetn(aresetn), .loadn(parallelLoadn), .clock(clock), .right(reg_out[10]), .q(reg_out[11]));
	shiftFlipFlop u10(.shift(rotateLeft), .d(data[10]), .aresetn(aresetn), .loadn(parallelLoadn), .clock(clock), .right(reg_out[9]), .q(reg_out[10]));
	shiftFlipFlop u9(.shift(rotateLeft), .d(data[9]), .aresetn(aresetn), .loadn(parallelLoadn), .clock(clock), .right(reg_out[8]), .q(reg_out[9]));
	shiftFlipFlop u8(.shift(rotateLeft), .d(data[8]), .aresetn(aresetn), .loadn(parallelLoadn), .clock(clock), .right(reg_out[7]), .q(reg_out[8]));
	shiftFlipFlop u7(.shift(rotateLeft), .d(data[7]), .aresetn(aresetn), .loadn(parallelLoadn), .clock(clock), .right(reg_out[6]), .q(reg_out[7]));
	shiftFlipFlop u6(.shift(rotateLeft), .d(data[6]), .aresetn(aresetn), .loadn(parallelLoadn), .clock(clock), .right(reg_out[5]), .q(reg_out[6]));
	shiftFlipFlop u5(.shift(rotateLeft), .d(data[5]), .aresetn(aresetn), .loadn(parallelLoadn), .clock(clock), .right(reg_out[4]), .q(reg_out[5]));
	shiftFlipFlop u4(.shift(rotateLeft), .d(data[4]), .aresetn(aresetn), .loadn(parallelLoadn), .clock(clock), .right(reg_out[3]), .q(reg_out[4]));
	shiftFlipFlop u3(.shift(rotateLeft), .d(data[3]), .aresetn(aresetn), .loadn(parallelLoadn), .clock(clock), .right(reg_out[2]), .q(reg_out[3]));
	shiftFlipFlop u2(.shift(rotateLeft), .d(data[2]), .aresetn(aresetn), .loadn(parallelLoadn), .clock(clock), .right(reg_out[1]), .q(reg_out[2]));
	shiftFlipFlop u1(.shift(rotateLeft), .d(data[1]), .aresetn(aresetn), .loadn(parallelLoadn), .clock(clock), .right(reg_out[0]), .q(reg_out[1]));
	shiftFlipFlop u0(.shift(rotateLeft), .d(data[0]), .aresetn(aresetn), .loadn(parallelLoadn), .clock(clock), .right(1'b0), .q(reg_out[0]));
endmodule
module shiftFlipFlop(input shift, d, loadn, clock, aresetn, right, output reg q);
	always @(posedge clock, negedge aresetn)
		if(aresetn == 1'b0)
			q <= 1'b0;
		else if (loadn == 1'b0)
			q <= d;
		else if (shift == 1'b1)
			q <= right;
endmodule
</file>
==> run notes <==
Results of the run.

The run finished with clean final reports. The number of maximum-capacitance constraint violations is 0. The critical path is of the in2reg type.

The final core utilization is between 50 and 60%. Per the final timing report, the hold violations number 0. After global routing the overflow that remains totals 0.

The core outline area is 4120 um^2. For reference, the top cells by area after synthesis are sky130_fd_sc_hd__dfxtp_1 29%, sky130_fd_sc_hd__dfrtp_1 15%, sky130_fd_sc_hd__xor2_1 6.3%. The clock H-tree reported by CTS has 2 levels. Across all stage logs, warnings added up to 37. The register with the most flip-flops in the layout has 32 of them.

The number of resized instances in the post-cts repair step is 0. Summed over its instances, the top area cell type makes up 28.9% of the synthesized netlist area. The transition time recorded at the tightest slew-check pin is 710 ps. The floorplan step records an initial core utilization of 53.9%. The report lists the power per cell area as 153 nW/um^2.

Per the hold report, the tightest min-delay path originates at encoder.rateDiv.count[0]. The relative max-transition margin is 52.2%. The number of flops mapped to enable cells by yosys is 0. Counting the buffers created by CTS gives 5. In this run the cell area of the synthesized design comes to between 2000 and 2500 um^2. The register with the most flip-flops in the final layout is encoder.rateDiv.count.

The element type at the critical path end is a flop. The number of cells on the worst reg-to-reg path is 5. The count of antenna-violating nets left after detailed routing is 0. The via total after detailed routing is 1,674. The number of distinct library cells after synthesis is 40.

The fill cell instance count of the final layout is about 340. The number of hold buffers added after cts is 0. The maximum fanout encountered on the critical timing path is 16. The hold path depth is 1. The final worst-path cycle share is between 30% and 40%. The tightest hold path in the finished design has a slack of 419 ps. The share of flip-flops with an asynchronous set or reset is 28.9%. The number of cells reported by Yosys stat comes to between 200 and 250.

Listed in order, past its start point the critical path passes clkdlybuf4s50_1 > nand2_1 > a21oi_1. The violation tally from detailed-route iteration zero is about 57. The first detailed-routing pass took 4 iterations. Registers take 966 um^2. The number of buffers between clock root and the deepest sink is 2. The antenna cell count is 0. The critical path endpoint has a required time of approximately 9200 ps. The routability congestion estimate from global placement is 0.813. The sequential cell area fraction in the yosys report is 43.6%. The min-delay analysis places its worst path in the category reg2reg. The routed design has 3950 um of wire.

The number of port buffers is 6. The final setup TNS is 0 ps. The hold-critical path endpoint is encoder.rateDiv.count[0]. The tree is rooted in a sky130_fd_sc_hd__clkbuf_8.

Timing would allow up to 0.313 GHz. For this design, the slowest cell found on the critical path is sky130_fd_sc_hd__clkdlybuf4s50_1. The die covers 4700 um^2. Entering global routing, the biggest net connects 19 pins.

The synthesized instance count is 248. The floorplan report gives the top-level pin count as 25. The skew report gives the latency at the later pin of the worst-skew pair as 290 ps. The total buffers and inverters traversed by the critical path is 1.

The max-slew violation count is 0. The number of global-route vias before repair is 1,563. In this run the layout overhead on the synthesized area is reported as 4.80%.

The initialized floorplan defines 23 standard-cell rows. The vertical extent of the die is 68.6 um. The leakage component of the power was reported as 0.000807 uW.

Summing all multi-input logic gate instances after layout gives 1120 um^2. For this run, the detailed router reports a per-instance via density of 5.58. STA classifies the critical path startpoint as an input port. Cells with a size suffix above 1 make up 4.00% of the layout. After synthesis, the chip area reported by Yosys is 2220 um^2. The total placed cells including tap cells is 292. In the layout the commonest cells are 32 x sky130_fd_sc_hd__dfxtp_1, 26 x sky130_fd_sc_hd__nand2_1, 24 x sky130_fd_sc_hd__nor2_1, 16 x sky130_fd_sc_hd__xor2_1, 13 x sky130_fd_sc_hd__dfrtp_1. The number of antenna violations at the first check in global routing is 0. The cell count along the critical path is 3.

The post-detailed-route DRC marker count is 0. Counting I/O delays and the setup requirement, the final critical path takes ~3200 ps. CTS saw 45 sinks. According to the dpl log, the detail-placed design has an HPWL of 2740 um.

The end-of-flow timing check tallies setup violations at 0. Setup slack on the worst reg-to-reg path comes out at approximately 6300 ps. The post-synthesis cell type with the largest combined area is sky130_fd_sc_hd__dfxtp_1. The final report lists a non-filler cell total of roughly 300. The horizontal die dimension reported for this design is 68.6 um. Leaving out fill and tap cells, the most frequent cell in the layout is sky130_fd_sc_hd__dfxtp_1.

The cell family with the largest share of critical-path delay is buffers and inverters. The post-synth register bit count is 45. The peak per-stage delay on the critical path is 900 ps. The wire length of the first global-routing pass is 6780 um. The endpoint of the worst-slack reg-to-reg timing path is encoder.rateDiv.count[16].

The startpoint of the lowest-slack register-to-register path is encoder.rateDiv.count[4]. The final timing report lists clock skew as 2.75 ps. The average cell area after synthesis is 8.94 um^2. The highest ir drop seen on vdd is roughly 0.11 mV. TritonCTS built the clock tree. The most used flip-flop cell after synthesis is sky130_fd_sc_hd__dfxtp_1. The clock-pin slew on the worst setup and hold paths is 80 ps.

After clock tree synthesis, the setup repair step added 0 buffers. The arrival time at the worst endpoint is 3420 ps. Setup repair after global routing left no endpoint under its margin. During synthesis, Yosys emitted a total of 12 warnings. The average wire per standard cell is about 13 um. Across every metal layer, demand over resource in global routing totals between 10% and 20%.
## how the worst max path moves through the flow
stage         slack (ps)  startpoint                        end
CTS                 5760      KEY[0]  encoder.rateDiv.count[31]
finish              5800      KEY[0]  encoder.rateDiv.count[31]
global route        5590      KEY[0]  encoder.rateDiv.count[18]
## through the flow
step	power [uW]	setup WS, ps	instance area [um^2]
2_1_floorplan	230	6390	2250
3_3_place_gp	233	5490	2230
3_5_place_dp	234	5440	2230
4_1_cts	358	5760	2320
5_1_grt	371	5590	2320
6_report	354	5800	2320
## metal layers
metal | share of wire, % | track usage [%] | vias up
met5 | 0 | 0 | -
met4 | 1.1 | 1.82 | 0
met3 | 4.9 | 4.33 | 5
met2 | 44 | 32.6 | 39
met1 | 50 | 28.3 | 782
li1 | - | - | 848
## power by group
part	leakage [uW]	total, uW	internal (uW)	switching (uW)
combinational	0.000351	20.4	8.58	11.8
clock	0.0000455	125	62.6	62.7
sequential	0.000410	209	205	3.59
## cells by family after synthesis
family          share of synthesized area, %
simple gates                            25.5
flops                                   43.6
compound gates                          8.01
buf+inv                                 7.34
xor+xnor                                9.48
mux                                     3.16
fa+ha+maj                               2.82
other cells                            0.169
## synthesized netlist by cell type (2+ instances only)
cell                       number
sky130_fd_sc_hd__nor4_1         5
sky130_fd_sc_hd__ha_1           5
sky130_fd_sc_hd__o31ai_1        3
sky130_fd_sc_hd__nand4_1        7
sky130_fd_sc_hd__nor3_2         2
sky130_fd_sc_hd__inv_1          7
sky130_fd_sc_hd__nand2_1       26
sky130_fd_sc_hd__or3_1          6
sky130_fd_sc_hd__o21ai_0        9
sky130_fd_sc_hd__a21oi_1        8
sky130_fd_sc_hd__xor2_1        16
sky130_fd_sc_hd__o22ai_1        6
sky130_fd_sc_hd__or4_1          6
sky130_fd_sc_hd__dfxtp_1       32
sky130_fd_sc_hd__xnor2_1        8
sky130_fd_sc_hd__mux2i_1        7
sky130_fd_sc_hd__dfrtp_1       13
sky130_fd_sc_hd__nor3_1         7
sky130_fd_sc_hd__nand2b_1       6
sky130_fd_sc_hd__nor2_1        24
sky130_fd_sc_hd__buf_4         10
sky130_fd_sc_hd__clkbuf_1       3
sky130_fd_sc_hd__nand3_1       12
sky130_fd_sc_hd__buf_2          4
## final cells by class
cell class / count / share of cell area [%]
inverters: 7 / 1.13
clock buffers: 8 / 3.88
multi-input cells: 184 / 48.1
repair buffers: 6 / 2.58
flip-flops and latches: 45 / 41.6
well taps: 50 / 2.69
No activity file was given, so power comes from the tool's default toggle rates.
